<file path="design.v">
package risc_pkg;
typedef enum logic [6:0] {
OPCODE_R_TYPE = 7'h33,
OPCODE_I_LOAD = 7'h03,
OPCODE_I_ALU = 7'h13,
OPCODE_I_JALR = 7'h67,
OPCODE_S_TYPE = 7'h23,
OPCODE_B_TYPE = 7'h63,
OPCODE_LUI = 7'h37,
OPCODE_AUIPC = 7'h17,
OPCODE_JAL = 7'h6F
} opcode_t; 
typedef enum logic [3:0] {
ADD, SUB, SLL, SLT, SLTU, XOR, SRL, SRA, OR, AND } alu_op_t;  
typedef enum logic [1:0]{
BYTE = 2'b00,
HALF_WORD = 2'b01,   
WORD = 2'b11
} mem_size_t;
typedef enum logic [2:0] {
B_BEQ = 3'h0,
B_BNE = 3'h1,
B_BLT = 3'h4,
B_BGE = 3'h5,
B_BLTU = 3'h6,  
B_BGEU = 3'h7
} b_type_instr_t;
typedef enum logic [3:0] {
R_ADD = 4'h0,
R_SUB = 4'h8,
R_SLL = 4'h1,
R_SLT = 4'h2, 
R_SLTU = 4'h3,
R_XOR = 4'h4,
R_SRL = 4'h5,
R_SRA = 4'hD,
R_OR = 4'h6,
R_AND = 4'h7
} r_type_instr_t;
typedef enum logic [3:0] {
I_LB = 4'h0,
I_LH = 4'h1,
I_LW =4'h2,
I_LBU =4'h4,
I_LHU =4'h5,
I_ADDI =4'h8,
I_SLTI = 4'hA,
I_SLTIU =4'hB,
I_XORI =4'hC,
I_ORI =4'hE,
I_ANDI =4'hF,
I_SLLI =4'h9,
I_SRLI_SRAI =4'hD
} i_type_inst_t;
typedef enum logic [2:0] {
S_SB = 3'h0,
S_SH = 3'h1,
S_SW = 3'h2
} s_type_instr_t;
typedef enum logic [1:0] {
WB_SRC_ALU = 2'b00,
WB_SRC_MEM = 2'b01,
WB_SRC_IMM = 2'b10,
WB_SRC_PC = 2'B11
}wb_src_t;
typedef struct packed {
logic mem_valid;
logic mem_write;
mem_size_t mem_size;
logic load_zero_extend;
logic rf_write_enable;
logic pc_src_select;
logic alu_src_a_select;
logic alu_src_b_select;
wb_src_t wb_src;
alu_op_t alu_op;
} control_t;
endpackage 
`timescale 1ns / 1ps
import risc_pkg::*;
module decode(
input logic [31:0] instruction,
output logic [6:0]opcode,
output logic [4:0]rd_addr,
output logic [2:0]funct3,
output logic [4:0]rs1_addr,
output logic [4:0]rs2_addr,
output logic [6:0]funct7,
output logic r_type,
output logic i_type,
output logic s_type,
output logic b_type,
output logic u_type,
output logic j_type,
output logic [31:0] immediate
    );
logic [31:0] imm_i_type; 
logic [31:0] imm_s_type;  
logic [31:0] imm_b_type; 
logic [31:0] imm_u_type;  
logic [31:0] imm_j_type; 
assign opcode = instruction[6:0];
assign rd_addr = instruction[11:7];
assign funct3 = instruction[14:12];
assign rs1_addr = instruction[19:15];
assign rs2_addr = instruction[24:20];
assign funct7 = instruction[31:25];
always_comb begin
r_type = 1'b0;
i_type = 1'b0;
s_type = 1'b0;
b_type = 1'b0;
u_type = 1'b0;
j_type = 1'b0;
case(opcode)
OPCODE_R_TYPE : r_type = 1'b1;
OPCODE_I_LOAD, OPCODE_I_ALU,OPCODE_I_JALR : i_type = 1'b1;
OPCODE_S_TYPE : s_type = 1'b1;
OPCODE_B_TYPE : b_type = 1'b1;
OPCODE_LUI,OPCODE_AUIPC : u_type = 1'b1;
OPCODE_JAL : j_type = 1'b1;
endcase   
end
assign imm_i_type ={{20{instruction[31]}},instruction[31:20]};
assign imm_s_type ={{20{instruction[31]}},instruction[31:25],instruction[11:7]};   
assign imm_b_type ={{19{instruction[31]}},instruction[31],instruction[7],instruction[30:25],instruction[11:8],1'b0};
assign imm_u_type ={instruction[31:12], 12'b0};
assign imm_j_type ={{11{instruction[31]}},instruction[31],instruction[19:12],instruction[20],instruction[30:21],1'b0};
assign immediate = r_type ? 32'd0 :
                   i_type ? imm_i_type : 
                   s_type ?imm_s_type :  
                   b_type ? imm_b_type :
                   u_type ? imm_u_type :
                           imm_j_type ;
endmodule
</file>
<file path="constraint.sdc">
current_design decode

set clk_period 3.0
set clk_io_pct 0.2

create_clock -name clk0 -period $clk_period

set non_clock_inputs [all_inputs -no_clocks]
set_input_delay [expr $clk_period * $clk_io_pct] -clock clk0 $non_clock_inputs
set_output_delay [expr $clk_period * $clk_io_pct] -clock clk0 [all_outputs]
</file>
<file path="run.sh">
#!/bin/bash
# OpenROAD 26Q1-2900-gdf79404cd8, Yosys 0.63+post, stock flow scripts
make -C /OpenROAD-flow-scripts/flow DESIGN_CONFIG=/design/flow/config.mk WORK_HOME=/design/flow/orfs finish
</file>
<file path="config.mk">
export PLATFORM = sky130hd
export DESIGN_NAME = decode
export DESIGN_NICKNAME = decode
export VERILOG_FILES = /design/flow/design.v
export SDC_FILE = /design/flow/constraint.sdc
export NUM_CORES = 4
export LEC_CHECK = 1
export CORE_AREA = 10 10 76 76
export DIE_AREA = 0 0 86 86
</file>
==> results.toml <==
# flow metrics
[place]
place_congestion = 0.853
hpwl_um = 3530
place_inst = 275
postPlaceCellArea_mm2 = 0.00189
portBuffers = 102

[synth]
synthesis.area_um2 = 877
syn_avg_cell_area_um2 = 6.64
synthCells = 132
ys_area_um2 = 877
ys_types = 36
yosys.stat.seqShare_pct = 0
yosysWarnings = 1
yosys_cells = 132

[finish]
clock_buffers = 0
syn_to_final_growth_pct = 128
seq_cell_count = 0
fin_cells = 283
flop_area_um2 = 0
drive_gt1_share_pct = 21.9
postLayoutCellArea_mm2 = 0.00200
final_util_pct = 48.6

[sta]
period_minus_slack_ns = 2.89
slew_viol_final = 0
fmax_ghz = 0.346
setup-violations-final = 0
relSlewSlack_pct = 79.9
worst_pin_slew_ns = 0.301
whs_ns = 1.96
setup_tns_ns = 0
rsz0062_at_grt = "false"
finalCritPeriodShare_pct = 96.3
final_hold_viol_count = 0

[global_routing]
track_usage_pct = 10.7
antenna_found_initial = 0
grt_overflow_total = 0
grt_pass1_vias = 1294
grt_pass1_wl_um = 6690
grt_max_degree = 11

[floorplanning]
coreArea_mm2 = 0.00412
num_rows = 23
floorplan.core_util_pct = 21.3
chipArea_mm2 = 0.00740
die-width_um = 86
die_h_um = 86
io_pins = 102

[setup_path]
endpoint_kind = "output pin"
crit_arrival_ns = 2.29
cp_max_fo = 10
critPathRequiredTime_ns = 2.40
cp-start-kind = "input pin"
worstSetupPathType = "input pin to output pin"

[pwr]
peakVddDrop_mv = 0.0463
share_clk_of_total_power_pct = 0
switching_share_pct = 30.2
leakagePower_uw = 0.000842
internal_power_uw = 168
comb_power_share_pct = 100.0
p_per_area_mw_per_mm2 = 120
power_frac_seq_pct = 0
switching_power_uw = 72.6

[drt]
drt_iter0_drc = 35
drcViolationCount = 0
antenna_cells = 0
first_pass_iters = 3
routed_wl_um = 4170
ant_nets = 0
wire_per_inst_um = 14.7
vias = 1229
drt-vias-per-instance = 4.34

[run]
timing.max_cap.violations = 0
tool_warnings = 32

[clock_network]
holdBufCountCts = 0

[hold_path]
hp-class = "input pin to output pin"

[run_status]
outcome = "complete, no violations"
cell usage after synthesis, types with 2 or more instances:
master / n / area [µm²]
a21oi_1: 13 / 65.1
a22oi_1: 4 / 30.0
and3b_1: 2 / 17.5
buf_2: 2 / 10.0
buf_4: 33 / 248
buf_6: 2 / 22.5
inv_1: 2 / 7.51
nand2_1: 29 / 109
nor2_1: 9 / 33.8
nor2b_1: 6 / 37.5
nor3b_1: 2 / 15.0
o21ai_1: 3 / 15.0
o22ai_1: 2 / 12.5
area by class of cell:
type	instances	area, µm²
tap	50	62.6
timing repair buffer	137	1290
multi-input combinational	94	639
fill	410	2120
inverter	2	7.51
through the flow:
| step | setup WS [ns] | power, µW |
|---|---|---|
| after floorplan | 0.897 | 74.7 |
| after global placement | -0.133 | 232 |
| after detailed placement | -0.172 | 232 |
| after CTS | 0.100 | 245 |
| after global routing | 0.00416 | 265 |
| final | 0.111 | 241 |
metal layers:
metal,wire [µm],part of all wire [%],global-route usage [%],up-vias
met5,0,0,0,-
met4,0,0,0,0
met3,550,13,5.24,0
met2,1890,45,18.0,61
met1,1730,41,12.8,532
li1,-,-,-,636
repair_timing:
action                     in CTS  in global routing
pin swaps                       8                  0
cloned                          2                  0
setup buffers                   6                  0
resized                        17                  1
setup endpoints to repair      31                  3
worst max-delay path, stage by stage:
cell	delay [ns]
dlygate4sd2_1	0.24
buf_4	0.14
nand3b_4	0.17
buf_4	0.16
o22ai_2	0.14
a221oi_4	0.06
buf_12	0.14
a21oi_1	0.14
clkdlybuf4s50_1	0.48
final timing paths:
| path | start | to | slack [ns] | cells past startpoint |
|---|---|---|---|---|
| max | instruction[3] | immediate[29] | 0.11 | 9 |
| min | instruction[0] | opcode[0] | 1.96 | 2 |
placed cells by master (no fill, tap or decap), types with 2 or more instances in the layout:
| cell | instances |
|---|---|
| nor3b_1 | 2 |
| buf_6 | 2 |
| buf_4 | 31 |
| a22oi_1 | 4 |
| nor2_1 | 8 |
| o21ai_2 | 2 |
| nor2b_1 | 6 |
| a21oi_4 | 2 |
| dlygate4sd2_1 | 9 |
| and3b_1 | 2 |
| nor2_2 | 2 |
| nand2_1 | 29 |
| inv_1 | 2 |
| clkdlybuf4s50_1 | 93 |
| a21oi_1 | 13 |
power by group through the flow:
stage | registers [µW] | logic (µW) | clock network [µW]
after CTS | 0 | 245 | 0
after global routing | 0 | 265 | 0
final | 0 | 241 | 0
logic make-up after synthesis:
logic type | after synthesis | share of synthesized area (%)
compound gates | 29 | 23.4
simple gates | 63 | 42.5
mux | 1 | 1.28
buf+inv | 39 | 32.8
Power is estimated from default activity; no workload was simulated.

===== design/flow/config.mk =====
export PLATFORM = sky130hd
export DESIGN_NAME = branch_control
export DESIGN_NICKNAME = branch_control
export VERILOG_FILES = /design/flow/design.v
export SDC_FILE = /design/flow/constraint.sdc
export NUM_CORES = 4
export LEC_CHECK = 1
export CORE_AREA = 10 10 86 86
export DIE_AREA = 0 0 96 96

===== design/flow/constraint.sdc =====
current_design branch_control

set clk_period 6.3
set clk_io_pct 0.2

create_clock -name clk0 -period $clk_period

set non_clock_inputs [all_inputs -no_clocks]
set_input_delay [expr $clk_period * $clk_io_pct] -clock clk0 $non_clock_inputs
set_output_delay [expr $clk_period * $clk_io_pct] -clock clk0 [all_outputs]

===== design/flow/design.v =====
package risc_pkg;
typedef enum logic [6:0] {
OPCODE_R_TYPE = 7'h33,
OPCODE_I_LOAD = 7'h03,
OPCODE_I_ALU = 7'h13,
OPCODE_I_JALR = 7'h67,
OPCODE_S_TYPE = 7'h23,
OPCODE_B_TYPE = 7'h63,
OPCODE_LUI = 7'h37,
OPCODE_AUIPC = 7'h17,
OPCODE_JAL = 7'h6F
} opcode_t; 
typedef enum logic [3:0] {
ADD, SUB, SLL, SLT, SLTU, XOR, SRL, SRA, OR, AND } alu_op_t;  
typedef enum logic [1:0]{
BYTE = 2'b00,
HALF_WORD = 2'b01,   
WORD = 2'b11
} mem_size_t;
typedef enum logic [2:0] {
B_BEQ = 3'h0,
B_BNE = 3'h1,
B_BLT = 3'h4,
B_BGE = 3'h5,
B_BLTU = 3'h6,  
B_BGEU = 3'h7
} b_type_instr_t;
typedef enum logic [3:0] {
R_ADD = 4'h0,
R_SUB = 4'h8,
R_SLL = 4'h1,
R_SLT = 4'h2, 
R_SLTU = 4'h3,
R_XOR = 4'h4,
R_SRL = 4'h5,
R_SRA = 4'hD,
R_OR = 4'h6,
R_AND = 4'h7
} r_type_instr_t;
typedef enum logic [3:0] {
I_LB = 4'h0,
I_LH = 4'h1,
I_LW =4'h2,
I_LBU =4'h4,
I_LHU =4'h5,
I_ADDI =4'h8,
I_SLTI = 4'hA,
I_SLTIU =4'hB,
I_XORI =4'hC,
I_ORI =4'hE,
I_ANDI =4'hF,
I_SLLI =4'h9,
I_SRLI_SRAI =4'hD
} i_type_inst_t;
typedef enum logic [2:0] {
S_SB = 3'h0,
S_SH = 3'h1,
S_SW = 3'h2
} s_type_instr_t;
typedef enum logic [1:0] {
WB_SRC_ALU = 2'b00,
WB_SRC_MEM = 2'b01,
WB_SRC_IMM = 2'b10,
WB_SRC_PC = 2'B11
}wb_src_t;
typedef struct packed {
logic mem_valid;
logic mem_write;
mem_size_t mem_size;
logic load_zero_extend;
logic rf_write_enable;
logic pc_src_select;
logic alu_src_a_select;
logic alu_src_b_select;
wb_src_t wb_src;
alu_op_t alu_op;
} control_t;
endpackage 
`timescale 1ns / 1ps
import risc_pkg::*;
module branch_control(
input logic [2:0]funct3,
input logic is_b_type,
input logic [31:0] opr_a,
input logic [31:0] opr_b,
output logic branch_taken
);
logic signed [31:0] a_signed,b_signed;
assign a_signed = opr_a;
assign b_signed = opr_b;
logic taken;
always_comb begin
taken = 1'b0;
case(funct3) 
B_BEQ : taken = (opr_a == opr_b);
B_BNE : taken = (opr_a != opr_b);
B_BLT : taken = (a_signed < b_signed);  
B_BGE : taken = (a_signed >= b_signed);
B_BLTU : taken = (opr_a < opr_b);
B_BGEU : taken = (opr_a >= opr_b);
default: taken = 1'b0;
endcase
end
assign branch_taken = is_b_type & taken;
endmodule

===== design/flow/run.sh =====
#!/bin/bash
# OpenROAD 26Q1-2900-gdf79404cd8, Yosys 0.63+post, stock flow scripts
make -C /OpenROAD-flow-scripts/flow DESIGN_CONFIG=/design/flow/config.mk WORK_HOME=/design/flow/orfs finish

==> impl_metrics.yaml <==
# generated from flow reports
detailed_routing:
  first_iter_violations: 5
  drtAntennaViolNets: 0
  drc: 0
  via_per_inst: 3.955
  drt-total-wl_mm: 2.939
  post_drt_wl_per_cell_um: 11.05
  num_vias: 1052
  first_pass_iters: 4
  antennaDiodeCount: 0
floorplan:
  fp_util: 0.1676
  row_count: 27
  die_h_um: 96
  die_x_um: 96
  core_um2: 5540
  die-area_um2: 9216
  io_pins: 69
power_and_ir_drop:
  pwr-share-comb: 1.000
  p_leak_uw: 0.0008312
  ir_drop_uv: 19.11
  clock_power_share: 0
  internal_power_uw: 60.72
  seq_power_share: 0
  p_switching_uw: 32.95
  p_per_area_nw_per_um2: 54.80
  switching_share: 0.3517
run_status:
  status: "complete, no violations"
layout:
  logic_area_um2: 808.3
  n_fill_cell: 585
  syn_to_final_growth_pct: 84.10
  utilization: 0.3085
  clockBufferCount: 0
  flop-count: 0
  lay_top_cells: "clkdlybuf4s50_1 (69), inv_1 (32), ha_1 (32)"
  drive_gt1_frac: 0.03608
  final_layout_top_logic_cell: "clkdlybuf4s50_1"
  flop_area_um2: 0
worst_setup_path:
  cp-start-kind: "primary input"
  critPathKind: "in2out"
  required_ns: 5.04
  crit_path_start: "opr_b[25]"
  worstPathArrival_ns: 3.69
  end_kind: "primary output"
  crit_fanout: 3
cts:
  postCtsSetupBuffers: 0
  cts-resized-gates: 0
  hold_buffers: 0
job:
  drv_cap: 0
  warnings: 32
timing:
  finalHoldViolCount: 0
  rsz0062_at_grt: "false"
  clock.fmax_mhz: 202.2
  tightest_slew_ns: 0.3885
  fin_crit_ns: 4.946
  drv_slew: 0
  min_period_over_period: 0.7851
  setup_viol_count_final: 0
  totalNegativeSetupSlack_ns: 0
  max-slew-margin-rel: 0.7377
grt:
  overflow: 0
  grt_max_degree: 7
  grt_util_all_layers: 0.06003
  antenna_found_initial: 0
  grt_pass1_vias: 1064
  grt_pass1_wl_mm: 4.609
yosys:
  synth_cell_types: 28
  syn_avg_cell_area_um2: 7.427
  syn_inst: 125
  top_area_cell: "ha_1"
  yosys.stat.seqShare: 0
  yosysCellCount: 125
  syn_area_um2: 928.4
  topCellsByArea: "ha_1 (43%), inv_1 (13%), a21oi_1 (7.0%)"
  synth_top_area_share: 0.4313
  yosysWarnings: 1
  yosysChipArea_um2: 928.4
min_path:
  worstHoldStart: "is_b_type"
  whs_path_depth: 4
  hp-class: "in2out"
placement:
  hpwl_mm: 2.823
  port_buffers: 69
  place.gp.congestion: 0.8071
-- cells in the mapped netlist --
library cell	n
nor4b_1	1
mux2i_1	2
o311ai_0	1
o211ai_1	1
nand2_1	3
and3_4	1
inv_1	32
a21boi_0	1
a211oi_1	2
nor3b_1	1
nor2b_1	2
and2b_2	1
nand3b_1	1
nor2_1	5
ha_1	32
nand4_2	2
nand3_1	4
nand3_2	1
o31ai_2	1
o21ai_0	4
xor2_1	1
nor4_4	1
nor3_1	1
a21o_1	3
a21oi_1	13
nand4_1	6
o2111ai_1	1
and2_1	1
-- critical path: stages --
cell and delay, ns:
clkdlybuf4s50_1 0.46, inv_1 0.04, ha_1 0.30, nand4_2 0.17, nor4_4 0.37, o311ai_0 0.22
o2111ai_1 0.16, mux2i_1 0.21, clkdlybuf4s50_1 0.49
-- metrics by stage --
stage / hold slack (ns) / cell area, um^2 / setup slack [ns] / total power, uW / std cells
3_5_place_dp: 3.520 / 1709 / 1.368 / 94.48 / 266
6_report: 3.504 / 1709 / 1.354 / 93.67 / 266
4_1_cts: 3.523 / 1709 / 1.348 / 95.17 / 266
2_1_floorplan: 2.593 / 928.4 / 2.432 / 40.52 / 125
5_1_grt: 3.557 / 1709 / 1.160 / 106.3 / 266
3_3_place_gp: 3.531 / 1709 / 1.400 / 94.23 / 266
-- kinds of logic after synthesis --
family	after synthesis	share of synthesized area
adder cells (fa/ha/maj)	32	0.4313
buffers and inverters	32	0.1294
AND/OR/NAND/NOR	31	0.2278
AND-OR/OR-AND	27	0.1806
multiplexers	2	0.02156
XOR/XNOR	1	0.009436
-- cell type report --
| type | instances | share of cell area |
|---|---|---|
| inverter | 32 | 0.07028 |
| multi-input combinational | 93 | 0.4729 |
| tap | 72 | 0.05271 |
| timing repair buffer | 69 | 0.4041 |
-- path summary, 6_finish.rpt --
kind,endpoint
worst max-delay path,branch_taken
worst min-delay path,branch_taken
-- metal layers --
metal  share of wire  track usage
met1            0.46      0.07545
met2            0.41       0.1003
met3            0.13      0.02437
met4               0            0
met5               0            0
-- power groups by stage --
stage | logic, uW | clock network [uW] | registers, uW
6_report | 93.7 | 0 | 0
5_1_grt | 106 | 0 | 0
4_1_cts | 95.2 | 0 | 0
Power and IR drop assume default switching activity.

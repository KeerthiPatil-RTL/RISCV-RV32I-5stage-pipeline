==> flow/design.v <==
package risc_pkg;
typedef enum logic [6:0] {
OPCODE_R_TYPE = 7'h33,
OPCODE_I_LOAD = 7'h03,
OPCODE_I_ALU = 7'h13,
OPCODE_I_JALR = 7'h67,
OPCODE_S_TYPE = 7'h23,
OPCODE_B_TYPE = 7'h63,
OPCODE_LUI = 7'h37,
OPCODE_AUIPC = 7'h17,
OPCODE_JAL = 7'h6F
} opcode_t; 
typedef enum logic [3:0] {
ADD, SUB, SLL, SLT, SLTU, XOR, SRL, SRA, OR, AND } alu_op_t;  
typedef enum logic [1:0]{
BYTE = 2'b00,
HALF_WORD = 2'b01,   
WORD = 2'b11
} mem_size_t;
typedef enum logic [2:0] {
B_BEQ = 3'h0,
B_BNE = 3'h1,
B_BLT = 3'h4,
B_BGE = 3'h5,
B_BLTU = 3'h6,  
B_BGEU = 3'h7
} b_type_instr_t;
typedef enum logic [3:0] {
R_ADD = 4'h0,
R_SUB = 4'h8,
R_SLL = 4'h1,
R_SLT = 4'h2, 
R_SLTU = 4'h3,
R_XOR = 4'h4,
R_SRL = 4'h5,
R_SRA = 4'hD,
R_OR = 4'h6,
R_AND = 4'h7
} r_type_instr_t;
typedef enum logic [3:0] {
I_LB = 4'h0,
I_LH = 4'h1,
I_LW =4'h2,
I_LBU =4'h4,
I_LHU =4'h5,
I_ADDI =4'h8,
I_SLTI = 4'hA,
I_SLTIU =4'hB,
I_XORI =4'hC,
I_ORI =4'hE,
I_ANDI =4'hF,
I_SLLI =4'h9,
I_SRLI_SRAI =4'hD
} i_type_inst_t;
typedef enum logic [2:0] {
S_SB = 3'h0,
S_SH = 3'h1,
S_SW = 3'h2
} s_type_instr_t;
typedef enum logic [1:0] {
WB_SRC_ALU = 2'b00,
WB_SRC_MEM = 2'b01,
WB_SRC_IMM = 2'b10,
WB_SRC_PC = 2'B11
}wb_src_t;
typedef struct packed {
logic mem_valid;
logic mem_write;
mem_size_t mem_size;
logic load_zero_extend;
logic rf_write_enable;
logic pc_src_select;
logic alu_src_a_select;
logic alu_src_b_select;
wb_src_t wb_src;
alu_op_t alu_op;
} control_t;
endpackage 
`timescale 1ns / 1ps
module register_file(
input logic clk,reset_n,
input logic rf_wn_en,
input logic [4:0]rs1_addr,
input logic [4:0]rs2_addr,
input logic [4:0]rd_addr,
input logic [31:0] wr_data,
output logic [31:0]rs1_data,   
output logic [31:0]rs2_data);
logic [31:0] regs [0:31];
always_ff @(posedge clk or negedge reset_n) begin
if(!reset_n) begin
integer i;
for(i =0 ; i< 32 ; i = i+1)
regs[i] <= 32'd0;
end
else if (rf_wn_en && (rd_addr != 5'd0)) begin
regs[rd_addr] <= wr_data;
end  
end  
assign rs1_data = regs[rs1_addr];
assign rs2_data = regs[rs2_addr];
endmodule
==> flow/run.sh <==
#!/bin/bash
# OpenROAD 26Q1-2900-gdf79404cd8, Yosys 0.63+post, stock flow scripts
make -C /OpenROAD-flow-scripts/flow DESIGN_CONFIG=/design/flow/config.mk WORK_HOME=/design/flow/orfs finish
==> flow/config.mk <==
export PLATFORM = sky130hd
export DESIGN_NAME = register_file
export DESIGN_NICKNAME = register_file
export VERILOG_FILES = /design/flow/design.v
export SDC_FILE = /design/flow/constraint.sdc
export NUM_CORES = 4
export LEC_CHECK = 1
export CORE_UTILIZATION = 50
==> flow/constraint.sdc <==
current_design register_file

set clk_period 8.7
set clk_io_pct 0.2

create_clock -name clk0 -period $clk_period [get_ports {clk}]

set non_clock_inputs [all_inputs -no_clocks]
set_input_delay [expr $clk_period * $clk_io_pct] -clock clk0 $non_clock_inputs
set_output_delay [expr $clk_period * $clk_io_pct] -clock clk0 [all_outputs]
==> run_results.csv <==
group,metric,value,unit
layout,largest_reg_flops,1024,
synth,synth.distinct_cells,70,
cts,postCtsSetupBuffers,0,
synth,synth.most_common_cell,"dfrtp_1",
synth,ys_seq_share,49.6,%
sta,setup_tns,0,ps
route,route.vias.total,46200,
cts,cts.sinks,1024,
route,drt_iter0_drc,6547,
floorplanning,fp_util,50.6,%
route,ant_nets,0,
synth,synthesis.area,51700,µm²
sta,slew_viol_final,0,
floorplanning,die_h,323,µm
critical_path,start_kind,"primary input",
sta,maxSlewHeadroom,16.1,%
synth,ys_cells,4389,
cts,cts_buffers,109,
cts,h-tree-depth,3,
sta,finalSetupViolCount,0,
route,viasPerCell,7.80,
critical_path,slowest_stage,"nor2_4",
route,drt-total-wl,287000,µm
layout,top_register,"regs",
placed_design,dp_hpwl,183000,µm
critical_path,regToRegSetupSlack,7730,ps
cts,clockBufferDepth,3,
global_routing,grt_pass1_wl,385000,µm
critical_path,endpoint,"rs2_data[5]",
placed_design,io_buffers,113,
pwr,vdd_ir_drop_max,0.201,mV
pwr,power_frac_clock,36.6,%
hold_path,hold_path.class,"reg2reg",
floorplanning,core-area,102000,µm²
global_routing,antenna_found_initial,21,
sta,setup_ws,993,ps
pwr,p_switching,4.06,mW
global_routing,grt_max_degree,128,
layout,utilization,57.9,%
cts,cts_tree,"done",
critical_path,rr_worst_depth,1,
critical_path,path_cells,"buf_2 -> nand2_1 -> nor2_4 -> buf_4 -> a22oi_1 -> nand4_1 -> a2111oi_0 -> a21oi_1 -> clkdlybuf4s50_1",
synth,synth_chip_area,51700,µm²
floorplanning,fp.dieArea,105000,µm²
pwr,p_per_area,232,nW/µm²
route,wire_per_inst,48.4,µm
synth,edf_count,0,
critical_path,startpoint,"rs2_addr[3]",
critical_path,crit_fanout,17,
sta,finClkSkew,0,ps
synth,synth-main-ff-cell,"dfrtp_1",
critical_path,crit_path_end_kind,"output pin",
synth,ys_ff,1024,
layout,synthToLayoutAreaGrowth,14.5,%
route,first_pass_iters,10,
pwr,finalPower,13.7,mW
synth,yosysTopAreaCellShare,49.6,%
sta,fmax,130,MHz
cts,root_buffer,"clkbuf_16",
critical_path,r2r_start,"regs[30][14]",
sta,worstMarginPinSlew,1250,ps
cts,clk_pin_slew_worst_paths,60,ps
sta,fin_crit_sh,88.6,%
sta,whs,403,ps
global_routing,first_global_vias,45100,
pwr,p_leak,25.6,nW
synth,synth_top_cell_by_area,"dfrtp_1",
placed_design,pre_cts_ws,1420,ps
global_routing,grt_use_total,58.0,%
job,warning_count,46,
critical_path,arrival,5970,ps
placed_design,place_congestion,1.11,
status,outcome,"complete, no violations",
layout,fill_cells,8451,
job,drv_cap,0,
sta,rsz0062_at_grt,"false",
sta,period_minus_slack,7710,ps
critical_path,critPathKind,"in2out",
pwr,pwr-share-comb,15.1,%
layout,reg_top3,"regs x1024",
synth,postSynthAreaPerCell,11.8,µm²
cts,insertion_delay,720,ps
global_routing,overflow,0,
critical_path,crit-reg2reg-capture,"regs[30][14]",
floorplanning,fp-row-count,117,
pwr,p_int,9.68,mW
critical_path,worstPathRequired,6960,ps
floorplanning,die_x,323,µm
route,drc,0,
synth,async_reset_ff_share,100,%
sta,finalHoldViolations,0,
cts,cts_resized,0,
synth,ys_warn_count,2,
synth,common_cells,"dfrtp_1 (1024), mux2_2 (1009), a22oi_1 (700)",
critical_path,max_stage_delay,920,ps
cts,hold_buffers,0,
pwr,p_seq_share,48.4,%
layout,drive_above_1_share,35.0,%
synth,top_cells_by_area,"dfrtp_1 (50%), mux2_2 (22%), a22oi_1 (10%)",
synth,syn-instance-count,4389,
floorplanning,io_pins,114,
pwr,switching_share,29.5,%
[per-stage QoR]
stage               instances  cell area [µm²]
floorplan                4389            51700
global placement         5695            55300
detailed placement       5695            55300
CTS                      5896            59100
global route             5899            59100
finish                   5922            59200
[worst min path at each step]
stage          startpoint           to  slack, ps  depth (start not counted)
finish        regs[0][16]  regs[0][16]        400                          0
global route  regs[0][25]  regs[0][25]        410                          0
CTS           regs[0][10]  regs[0][10]        400                          0
[layer usage]
layer | up-vias | track usage, % | wire [µm]
li1 | 17000 | - | -
met1 | 22900 | 70.7 | 96000
met2 | 4525 | 72.1 | 109000
met3 | 1747 | 41.5 | 52600
met4 | 28 | 39.5 | 28600
met5 | - | 4.91 | 539
[worst max-delay path: cells and delay by family]
kind,cells,cell delay (ps)
AOI/OAI and AO/OA,3,570
buffers and inverters,3,1650
and+or+nand+nor,3,1950
[kinds of logic after synthesis]
group | after synthesis | share of synthesized area [%]
muxes | 1083 | 23.6
buffers and inverters | 456 | 3.93
AOI/OAI and AO/OA | 1090 | 15.8
DFF | 1024 | 49.6
and+or+nand+nor | 736 | 7.12
[layout make-up]
type                    instances  area [µm²]  share of cell area (%)
repair buffers                389        3370                    5.70
clock buffers                 161        3260                    5.51
clock inverters                40         567                   0.958
flip-flops and latches       1024       25600                    43.3
diodes                         26        65.1                   0.110
well taps                    1368        1710                    2.89
multi-input cells            2909       24600                    41.5
inverters                       5        18.8                  0.0317
[power by group through the flow]
stage	clock network (mW)	logic (mW)	registers, mW
finish	5.03	2.07	6.65
global route	5.21	2.17	6.71
CTS	5.04	2.01	6.59
[cells in the final DEF, fill, tap and decap left out, types with 63 or more instances in the layout]
cell / n
a21oi_1: 75
a22oi_1: 700
buf_4: 260
clkbuf_16: 113
clkdlybuf4s50_1: 102
dfrtp_1: 1024
mux2_2: 1009
nand2_1: 185
nand4_1: 92
nor2_1: 127
nor2_4: 63
nor3_1: 70
Power and IR drop assume default switching activity.
